==> ./design.v <==
package float_interpretations;
    typedef enum logic [2:0] {
        ZERO,
        INF,
        NORM,
        MIN_NORM,
        MAX_NORM
    } interp_t; 
endpackage
package rounding_modes;
    typedef enum {
        IEEE_near,
        IEEE_zero,
        IEEE_pinf,
        IEEE_ninf,
        near_up,
        away_zero
    } rounding_mode_t;
endpackage
module alu
(
	input [31:0] op1,
	input [31:0] op2,
	input [3:0] alu_op,
	output reg zero,
	output reg [31:0] result
);
parameter[3:0] ALUOP_AND = 4'b0000;  	 
parameter[3:0] ALUOP_OR  = 4'b0001;		 
parameter[3:0] ALUOP_XOR = 4'b1101;		 
parameter[3:0] ALUOP_ADD = 4'b0010;		 
parameter[3:0] ALUOP_SUB = 4'b0110;		 
parameter[3:0] ALUOP_LT  = 4'b0111;		 
parameter[3:0] ALUOP_LRS = 4'b1000;		 
parameter[3:0] ALUOP_LLS = 4'b1001;		 
parameter[3:0] ALUOP_ARS = 4'b1010;		 
reg signed [31:0] sig_op1,sig_op2;
always @(*)
begin
	sig_op1 = op1;
    sig_op2 = op2;
	case (alu_op)
		ALUOP_AND: result = op1 & op2;
		ALUOP_OR: result = op1 | op2;
		ALUOP_XOR: result = op1 ^ op2;
		ALUOP_ADD: result = sig_op1 + sig_op2;
		ALUOP_SUB: result = sig_op1 - sig_op2;
		ALUOP_LT: result = (sig_op1 < sig_op2) ? 1 : 0;
		ALUOP_LRS: result = op1 >> op2[4:0];
		ALUOP_LLS: result = op1 << op2[4:0];
		ALUOP_ARS: result = sig_op1 >>> op2[4:0];
		default: result = 32'hxxxxxxxx;
	endcase
	zero = (result == 0);
end
endmodule
module datapath 
#(parameter INITIAL_PC = 32'h00400000)
(
    input clk,                       
    input rst,                       
    input [31:0] instr,              
    input PCSrc,                     
    input ALUSrc,                    
    input RegWrite,                  
    input MemToReg,                  
    input [3:0] ALUCtrl,             
    input loadPC,                    
    output reg [31:0] PC,            
    output Zero,                     
    output [31:0] dAddress,          
    output [31:0] dWriteData,        
    input [31:0] dReadData,          
    output [31:0] WriteBackData      
);
wire[31:0] imm;
wire[6:0] opcode = instr[6:0];
wire[31:0] readData1,readData2,writeData;
wire[4:0] readReg1,readReg2,writeReg;
wire[31:0] op1, op2, alu_result;
assign imm = (opcode == 7'b1100011) ? {instr[31], instr[7], instr[30:25], instr[11:8], 1'b0} :
             (opcode == 7'b0000011) ? { {20{instr[31]}}, instr[31:20] }:
             (opcode == 7'b0010011) ? { {20{instr[31]}}, instr[31:20] }:
             (opcode == 7'b0100011) ? {instr[31:25], instr[11:7]} : 32'b0;
regfile myRegFile (
    .clk(clk),
    .readReg1(readReg1),
    .readReg2(readReg2),
    .writeReg(writeReg),
    .writeData(writeData),
    .write(RegWrite), 
    .readData1(readData1),
    .readData2(readData2)
);
assign readReg1 = instr[19:15];
assign readReg2 = instr[24:20];
assign writeReg = instr[11:7];
assign writeData = (MemToReg == 0) ? alu_result : dReadData;
assign WriteBackData = writeData;
alu uut (
   .op1(op1),
   .op2(op2),
   .alu_op(ALUCtrl),
   .zero(Zero),
   .result(alu_result)
);
assign op1 = readData1;
assign op2 = (ALUSrc == 0) ? readData2 : imm;
assign dAddress = alu_result;
assign dWriteData = readData2;
always@(posedge clk)
begin
if (rst)
    PC <= INITIAL_PC;
else
    if (loadPC)
        if (PCSrc)
            PC <= PC + imm;
        else 
            PC <= PC + 4;
end
endmodule
module multicycle 
#(parameter INITIAL_PC = 32'h00400000)
(
  input wire clk,                    
  input wire rst,                    
  input wire [31:0] instr,           
  input wire [31:0] dReadData,       
  output wire [31:0] PC,             
  output wire [31:0] dAddress,       
  output wire [31:0] dWriteData,     
  output wire MemRead,               
  output wire MemWrite,              
  output wire [31:0] WriteBackData   
);
parameter[3:0] ALUOP_AND = 4'b0000;  	 
parameter[3:0] ALUOP_OR  = 4'b0001;		 
parameter[3:0] ALUOP_XOR = 4'b1101;		 
parameter[3:0] ALUOP_ADD = 4'b0010;		 
parameter[3:0] ALUOP_SUB = 4'b0110;		 
parameter[3:0] ALUOP_LT  = 4'b0111;		 
parameter[3:0] ALUOP_SRL = 4'b1000;		 
parameter[3:0] ALUOP_SLL = 4'b1001;		 
parameter[3:0] ALUOP_SRA = 4'b1010;		 
parameter IF  = 3'b000;
parameter ID  = 3'b001;
parameter EX  = 3'b010;
parameter MEM = 3'b011;
parameter WB  = 3'b100;
wire[6:0] opcode = instr[6:0];
wire[3:0] funct3 = instr[14:12];
wire[6:0] funct7 = instr[31:25];
reg[2:0] state;
wire Zero;
wire MemtoReg;
wire RegWrite;
wire loadPC;
wire PCSrc;
wire[3:0] ALUCtrl;
wire ALUSrc;
datapath #(INITIAL_PC) datapath_inst (
    .clk(clk),
    .rst(rst),
    .instr(instr),
    .PCSrc(PCSrc),
    .ALUSrc(ALUSrc),
    .RegWrite(RegWrite),
    .MemToReg(MemtoReg),
    .ALUCtrl(ALUCtrl),
    .loadPC(loadPC),
    .PC(PC),
    .Zero(Zero),
    .dAddress(dAddress),
    .dWriteData(dWriteData),
    .dReadData(dReadData),
    .WriteBackData(WriteBackData)
);
assign ALUCtrl = (
    (opcode == 7'b0000011 || opcode == 7'b0100011) ? ALUOP_ADD :
    (opcode == 7'b1100011) ? ALUOP_SUB :
    (opcode == 7'b0010011) ? (
        (funct3 == 3'b000) ? ALUOP_ADD :  
        (funct3 == 3'b010) ? ALUOP_LT :   
        (funct3 == 3'b100) ? ALUOP_XOR :  
        (funct3 == 3'b110) ? ALUOP_OR :   
        (funct3 == 3'b111) ? ALUOP_AND :  
        (funct3 == 3'b001) ? ALUOP_SLL :  
        (funct3 == 3'b101 && funct7 == 7'b0000000) ? ALUOP_SRL :  
        (funct3 == 3'b101 && funct7 == 7'b0100000) ? ALUOP_SRA :  
        4'b0000
    ) :
    (opcode == 7'b0110011) ? (
        (funct3 == 3'b000 && funct7 == 7'b0000000) ? ALUOP_ADD :  
        (funct3 == 3'b000 && funct7 == 7'b0100000) ? ALUOP_SUB :  
        (funct3 == 3'b001 && funct7 == 7'b0000000) ? ALUOP_SLL :  
        (funct3 == 3'b101 && funct7 == 7'b0000000) ? ALUOP_SRL :  
        (funct3 == 3'b101 && funct7 == 7'b0100000) ? ALUOP_SRA :  
        (funct3 == 3'b010 && funct7 == 7'b0000000) ? ALUOP_LT :   
        (funct3 == 3'b111 && funct7 == 7'b0000000) ? ALUOP_AND :  
        (funct3 == 3'b110 && funct7 == 7'b0000000) ? ALUOP_OR :   
        (funct3 == 3'b100 && funct7 == 7'b0000000) ? ALUOP_XOR :  
        4'b0000
    ) :
    4'b0000
);
assign ALUSrc = (opcode == 7'b0000011 ||                 
                 opcode == 7'b0100011 ||                 
                 opcode == 7'b0010011) ? 1'b1 : 1'b0;    
assign MemRead  = (state == MEM) && (opcode == 7'b0000011);   
assign MemWrite = (state == MEM) && (opcode == 7'b0100011);   
assign MemtoReg = (opcode == 7'b0000011);   
assign RegWrite = (state == WB) && 
                    ((opcode == 7'b0000011) ||   
                     (opcode == 7'b0010011) ||   
                     (opcode == 7'b0110011));    
assign loadPC = (state == WB);
assign PCSrc = (opcode == 7'b1100011) && (Zero == 1'b1);
always @(posedge clk)
begin
  if (rst)
    state <= IF;
  else
    case (state)
      IF:  state <= ID;
      ID:  state <= EX;
      EX:  state <= MEM;
      MEM: state <= WB;
      WB:  state <= IF;
    endcase
end
endmodule
module regfile (
  input clk,
  input [4:0] readReg1,          
  input [4:0] readReg2,          
  input [4:0] writeReg,          
  input [31:0] writeData,        
  input write,                   
  output reg [31:0] readData1,   
  output reg [31:0] readData2    
);
reg [31:0] registers [0:31];
integer i; 
initial begin
  for (i = 0; i < 32; i = i + 1) begin
    registers[i] = 32'b0;
  end
end
always @(posedge clk) 
begin
  readData1 <= registers[readReg1];
  readData2 <= registers[readReg2];
  if (write) begin
      registers[writeReg] <= writeData;
  end
end
endmodule
==> ./run.sh <==
#!/bin/bash
# OpenROAD 26Q1-2900-gdf79404cd8, Yosys 0.63+post, stock flow scripts
make -C /OpenROAD-flow-scripts/flow DESIGN_CONFIG=/design/flow/config.mk WORK_HOME=/design/flow/orfs finish
==> ./config.mk <==
export PLATFORM = sky130hd
export DESIGN_NAME = multicycle
export DESIGN_NICKNAME = multicycle
export VERILOG_FILES = /design/flow/design.v
export SDC_FILE = /design/flow/constraint.sdc
export NUM_CORES = 4
export LEC_CHECK = 1
export CORE_UTILIZATION = 40
export SYNTH_HDL_FRONTEND = slang
==> ./constraint.sdc <==
current_design multicycle

set clk_period 47.9
set clk_io_pct 0.2

create_clock -name clk0 -period $clk_period [get_ports {clk}]

set non_clock_inputs [all_inputs -no_clocks]
set_input_delay [expr $clk_period * $clk_io_pct] -clock clk0 $non_clock_inputs
set_output_delay [expr $clk_period * $clk_io_pct] -clock clk0 [all_outputs]
==> flow_summary.toml <==
# physical design summary
[status]
outcome = "completed"

[timing]
fin_setup_tns_ps = 0
setup-violations-final = 0
drv_slew = 0
slew_headroom_pct = 20.6
hold_viol = 0
fin_crit_ps = 27070
tightest_slew_ps = 1180
finClkSkew_ps = 69.4
clock.fmax_mhz = 36.9
min_period_over_period_pct = 56.5
rsz0062_at_grt = "no"

[placement]
placedInstanceArea_um2 = 67900
finalWeightedCongestion = 1.02
port_buffers = 195
dp_hpwl_um = 156000

[synthesis]
synth_cell_types = 110
ys_ff = 1125
ys_cells = 4268
syn_inst = 4268
syn_area_um2 = 63000
ys_area_um2 = 63000
synth_area_per_cell_um2 = 14.8
synthArstFlopShare_pct = 0
edf_count = 1024
flop_cell = "edfxtp_1"
yosysWarnings = 0
ys_seq_share_pct = 52.0

[drt]
viasPerCell = 6.43
vias = 42519
wl_per_cell_um = 35.4
ant_nets = 0
remaining_drc_errors = 0
first_pass_iters = 7
drt-total-wl_um = 234000
dr.first_iter.drc_count = 3457

[layout]
fin_area_um2 = 71700
areaGrowthSynthToFinish_pct = 13.9
drive_gt1_share_pct = 27.3

[power]
power.switching_uw = 739
ir_drop_v = 0.0000364
leakagePower_uw = 0.0235
clkPwrFrac_pct = 35.1
power_frac_comb_pct = 20.4
intPower_uw = 1800
pwr-share-seq_pct = 44.5
p_sw_share_pct = 29.0
powerDensity_nw_per_um2 = 35.5

[clock_network]
clk_latency_ps = 760
ctsHoldBuffers = 0
cts.sinks = 1125
htree_levels = 3
path_clk_slew_ps = 60
cts.path.max_buffers = 3
cts_resized = 0
cts_tree = "built"
post_cts_buffers = 0
cts_root_buf = "clkbuf_16"
numCtsBuffers = 115

[worst_setup_path]
arrival_ps = 17490
crit_buf_inv = 6
worstPathMaxFanout = 37
end_kind = "primary output"
path_cells = "clkdlybuf4s50_1, and4bb_1, nand3_2, nand3_2, buf_4, inv_2, buf_4, ha_1, o21ba_1, or4_1, and3b_1, o31ai_2, o21ai_1, o31a_1, a221oi_1, a31oi_1, o32ai_1, o21ai_2, buf_4, clkdlybuf4s50_1"
cpMaxStageDelayCell = "o32ai_1"
crit_top_cell = "buf_4"
r2r.worst_path.cells = 24
path_delay_family = "AND-OR/OR-AND gates"
required_ps = 38320
startpoint_type = "input port"
path_depth = 20
criticalPathCategory = "input port to primary output"
max_stage_delay_ps = 830

[floorplan]
die_y_um = 399
design.core.area_um2 = 156000
io_pins = 196
dieWidth_um = 399
die-area_um2 = 159000
fp_util_pct = 40.3
rows = 145

[run]
warnings = 96
maxCapViolCount = 0

[min_path]
hold_depth = 1
hold_path.class = "flop to flop"

[grt]
grt_max_degree = 95
grt-ovfl-total = 0
grt_usage_pct = 32.1
grt_pass1_wl_um = 332000
grt_pass1_vias = 44373
antenna_found_initial = 6
## per-stage QoR
step                      power [uW]  worst slack, ps  cells  utilization, %  hold slack, ps
after floorplan                 1440            23180   4268               -             414
after global placement          1670            21030   6389            43.4             422
after detailed placement        1660            21060   6389            43.4             429
after CTS                       2550            20980   6607            45.9             444
after global routing            2630            20560   6608            45.9             450
final                           2540            20830   6613            45.9             442
## registers in the layout (all words and copies together), names as in the netlist
signal                             cells
datapath_inst.PC                      32
datapath_inst.myRegFile.readData1     32
datapath_inst.myRegFile.registers   1024
datapath_inst.myRegFile.readData2     32
state                                  5
## final cells by class
| class | count | area (um2) |
|---|---|---|
| fill | 13506 | 84600 |
| sequential | 1125 | 32800 |
| multi-input combinational | 2706 | 28800 |
| timing repair buffer | 379 | 3370 |
| clock buffer | 153 | 3120 |
| tap | 2058 | 2570 |
| clock inverter | 65 | 669 |
| inverter | 121 | 454 |
| antenna | 6 | 15.0 |
## Yosys cell counts, drive strengths merged (31+ instances only)
cell type | instances | share of area [%]
nor3 | 87 | 0.70
and3 | 33 | 0.33
mux4 | 642 | 23
dfxtp | 101 | 3.2
a21oi | 183 | 1.5
clkbuf | 175 | 1.0
edfxtp | 1024 | 49
nand2 | 191 | 1.1
a21o | 49 | 0.58
mux2i | 42 | 0.67
and2 | 31 | 0.31
ha | 134 | 2.7
nand4 | 40 | 0.43
o21ai | 152 | 1.2
inv | 120 | 0.71
o31ai | 44 | 0.56
a211oi | 47 | 0.56
mux2 | 115 | 2.1
o211ai | 58 | 0.71
buf | 141 | 1.1
a31oi | 42 | 0.42
nand3 | 136 | 1.1
nor2 | 247 | 1.5
## routing by layer
metal	global-route usage (%)	up-vias	share of wire (%)
met3	19.3	426	15
met2	48.0	2652	47
met4	9.98	12	4.1
met1	40.1	21421	34
met5	1.57	-	0.16
li1	-	18008	-
## path summary, 6_finish.rpt
path | slack (ps) | endpoint | from
setup / recovery | 20830 | WriteBackData[18] | instr[2]
hold / removal | 440 | state[3]$_DFF_P_ | state[0]$_DFF_P_
setup reg to reg | 38930 | datapath_inst.PC[2]$_SDFFE_PP0P_ | datapath_inst.myRegFile.readData2[2]$_DFF_P_
hold reg to reg | 440 | state[3]$_DFF_P_ | state[0]$_DFF_P_
## power by group through the flow
stage | Combinational [uW] | Sequential [uW] | Clock [uW]
CTS | 513 | 1130 | 907
global route | 552 | 1130 | 944
finish | 520 | 1130 | 893
## cell families (layout without fill, tap and decap cells)
kind of cell / count (synthesis) / after routing / synth area share (%)
AOI/OAI and AO/OA: 822 / 822 / 9.00
xor gates and xnor gates: 36 / 36 / 0.500
adders and majority gates: 137 / 137 / 2.76
buffers and inverters: 437 / 718 / 2.88
DFF: 1125 / 1125 / 52.0
muxes: 799 / 799 / 25.7
other: 0 / 6 / 0
and+or+nand+nor: 912 / 912 / 7.19
## layout by cell type (no fill, tap or decap), types with 26 or more instances in the layout
cell type	instances
edfxtp_1	1024
mux4_2	642
nor2_1	216
nand2_1	188
clkdlybuf4s50_1	184
buf_4	183
a21oi_1	181
ha_1	134
nand3_1	133
o21ai_0	126
clkbuf_16	116
inv_1	114
mux2_2	114
dfxtp_1	100
nor3_1	83
o211ai_1	56
a21o_1	49
a211oi_1	47
a31oi_1	42
mux2i_1	42
nand4_1	38
o31ai_1	37
and3_1	32
and2_1	30
nor2_4	29
clkbuf_1	29
xnor2_1	27
nand2b_1	26
clkinv_2	26
Power figures rest on the tool's default switching activity, not on a simulated workload.
